[design/flow/run.sh]
#!/bin/bash
# OpenROAD 26Q1-2900-gdf79404cd8, Yosys 0.63+post, stock flow scripts
make -C /OpenROAD-flow-scripts/flow DESIGN_CONFIG=/design/flow/config.mk WORK_HOME=/design/flow/orfs finish
[design/flow/config.mk]
export PLATFORM = sky130hd
export DESIGN_NAME = m_control_fetch
export DESIGN_NICKNAME = m_control_fetch
export VERILOG_FILES = /design/flow/design.v
export SDC_FILE = /design/flow/constraint.sdc
export NUM_CORES = 4
export LEC_CHECK = 1
export CORE_UTILIZATION = 50
[design/flow/constraint.sdc]
current_design m_control_fetch

set clk_period 5.2
set clk_io_pct 0.2

create_clock -name clk0 -period $clk_period [get_ports {clk}]

set non_clock_inputs [all_inputs -no_clocks]
set_input_delay [expr $clk_period * $clk_io_pct] -clock clk0 $non_clock_inputs
set_output_delay [expr $clk_period * $clk_io_pct] -clock clk0 [all_outputs]
[design/flow/design.v]
package p_common;
    typedef enum bit[2:0] {
		SHIFT_SHL,
		SHIFT_SHR,
		SHIFT_ASL,
		SHIFT_ASR,
		SHIFT_ROL,
		SHIFT_ROR,
		SHIFT_INVALID
	} e_shift_type;
    typedef struct packed {
        e_shift_type shift_type;
        bit[4:0] amount;
    } s_shift;
endpackage
module m_control_fetch(
    input clk,
    input nrst,
    output reg busy,
    input[31:0] pc,
    output reg[31:0] instruction,
    output reg[31:0] mem_addr,
    input[31:0] mem_data,
    output enable,
    input ready,
);
    assign enable = busy;
    always @(posedge clk or negedge nrst) begin
        if (!nrst) begin
            mem_addr <= 32'b0;
            instruction <= 32'b0;
            busy <= 0;
        end
        else begin
            if (!busy) begin
                busy <= 1;
                mem_addr <= pc;
            end
            else if (ready) begin
                    instruction <= mem_data;
                    busy <= 0;
            end
        end
    end
endmodule
==> out/metrics.yaml <==
status: "aborted with a tool error"
stop_stage: "4_1_cts"
tool.error: "[ERROR DPL-0036] Detailed placement failed."
initial_utilization_pct: 52.9
ys_seq_share_pct: 64.3
port_buffers: 132
avgSynthCellArea_um2: 18.3
synth_area_mm2: 0.00253
synth_cells: 138
synth_cell_types: 7
dpl.hpwl_mm: 3.68
die_x_um: 73.2
cts-root-buf: "clkbuf_8"
yosys_cells: 138
ys_chip_area_mm2: 0.00253
synth-seq-cells: 65
ctsHtreeMaxLevel: 3
synth_warnings: 1
gp_congestion: 0.804
rows: 25
die_h_um: 73.2
clock_sink_count: 65
io_pins: 133
cts_buffers: 9
cts.path.max_buffers: 2
[cells by family after synthesis]
| logic type | synth area share (%) |
|---|---|
| mux | 32.8 |
| flops | 64.3 |
| simple gates | 0.445 |
| buf+inv | 2.52 |
[cell usage after synthesis]
library cell	instances	area share [%]
mux2_2	35	16
mux2_4	29	17
nand2_4	1	0.44
buf_6	3	1.3
buf_2	3	0.59
buf_4	2	0.59
dfrtp_1	65	64
[through the flow]
| step | std cells | area (µm²) | setup WS (ns) |
|---|---|---|---|
| after floorplan | 138 | 2530 | 3.50 |
| after global placement | 331 | 3880 | 2.73 |
| after detailed placement | 331 | 3880 | 2.72 |
